`design/flow/design.v`:
```
module memoriaRAM_ROM(
	 input clk,						 
	 input [2:0] adressBus,		 
	 input RW,						 
    input [7:0] dataInRAM,		 
	 input CS,						 
    output reg [7:0] dataBus	 
    );
	reg [7:0] ROM [1:8];
	initial begin
	  ROM[1] <= 8'b00000000;
	  ROM[2] <= 8'b00000001;
	  ROM[3] <= 8'b00000010;
	  ROM[4] <= 8'b00000011;
	  ROM[5] <= 8'b00000100;
	  ROM[6] <= 8'b00000101;
	  ROM[7] <= 8'b00000110;
	  ROM[8] <= 8'b00000111;
	end
	reg [7:0] RAM [1:8];
	initial begin
	  ROM[1] <= 8'b00000000;
	  ROM[2] <= 8'b10000001;
	  ROM[3] <= 8'b01000010;
	  ROM[4] <= 8'b11000011;
	  ROM[5] <= 8'b00100100;
	  ROM[6] <= 8'b10100101;
	  ROM[7] <= 8'b01100110;
	  ROM[8] <= 8'b11100111;
	end
	reg [7:0] dataOutROM;	 
	reg [7:0] dataOutRAM; 	 
	always@(posedge(clk)) begin
		dataOutROM = ROM[$unsigned(adressBus)+1];		 
	end
	always@(RW or dataInRAM or adressBus) begin
		if (RW == 1'b1) begin
			dataOutRAM = RAM[$unsigned(adressBus)+1];	 
		end else begin
			RAM[$unsigned(adressBus)+1] = dataInRAM;	 
			dataOutRAM = RAM[$unsigned(adressBus)+1];	 
		end
	end
	always@(CS or dataOutROM or dataOutRAM) begin
		if (CS == 1'b1)
			dataBus = dataOutROM;
		else 
			dataBus = dataOutRAM;
	end
endmodule
```
`design/flow/run.sh`:
```
#!/bin/bash
# OpenROAD 26Q1-2900-gdf79404cd8, Yosys 0.63+post, stock flow scripts
make -C /OpenROAD-flow-scripts/flow DESIGN_CONFIG=/design/flow/config.mk WORK_HOME=/design/flow/orfs finish
```
`design/flow/config.mk`:
```
export PLATFORM = sky130hd
export DESIGN_NAME = memoriaRAM_ROM
export DESIGN_NICKNAME = memoriaRAM_ROM
export VERILOG_FILES = /design/flow/design.v
export SDC_FILE = /design/flow/constraint.sdc
export NUM_CORES = 4
export LEC_CHECK = 1
export CORE_UTILIZATION = 50
```
`design/flow/constraint.sdc`:
```
current_design memoriaRAM_ROM

set clk_period 6.1
set clk_io_pct 0.2

create_clock -name clk0 -period $clk_period [get_ports {clk}]

set non_clock_inputs [all_inputs -no_clocks]
set_input_delay [expr $clk_period * $clk_io_pct] -clock clk0 $non_clock_inputs
set_output_delay [expr $clk_period * $clk_io_pct] -clock clk0 [all_outputs]
```
==> results.toml <==
# synthesis and place-and-route metrics
[status]
status = "completed"

[floorplan]
core_mm2 = 0.00596
die_w_um = 80.6
dieHeight_um = 80.6
ios = 22
initCoreUtil = 0.519
dieArea_mm2 = 0.00650
rows = 28

[timing]
fin_setup_tns_ns = 0
slew_headroom = 0.472
timing.final.setup_violations = 0
fin_crit_ns = 5.44
unclocked_regs = 72
finalCritPeriodShare = 0.892
tightest_slew_ns = 0.791
drv_slew = 0
hold_violations = 0
clock.fmax_mhz = 184
rsz0062_at_grt = "false"
untimed_endpoints = 72

[final_layout]
layout_top_cells = "dlxtn_1, mux2_2, a22oi_1, clkdlybuf4s50_1, or2_2"
syn2layout_area_growth_pct = 7.90
logic_area_mm2 = 0.00181
layout_top_cell = "dlxtn_1"
seq_area_mm2 = 0.00114
final_layout_size_suffix_gt1_frac = 0.333
fin_area_mm2 = 0.00333
fill_cells = 558

[clock_tree]
cts-htree-levels = 1
cts_tree = "done"
cts_root_buffer = "clkbuf_8"
clkTransAtPathRegs_ns = 0.03
cts_resized = 0
cts_buffer_depth = 2
cts_made_buffers = 3
ctsHoldBuffers = 0
cts_setup_buffers = 0

[synth]
yosys_most_used_dff = "dlxtn_1"
avgSynthCellArea_um2 = 10.2
edf_count = 0
synth.cell_area_mm2 = 0.00309
synthArstFlopShare = 0
synth_cells = 303
top_cell_area_share = 0.350
ys.flops = 75
yosys_warnings = 74
yosysUniqueCellTypes = 48
synth_area_leader_cell = "dlxtn_1"
yosys_area_mm2 = 0.00309
topCellsByArea = "dlxtn_1, mux2_2, a22oi_1"
yosysCellCount = 303

[global_route]
grt_use_total = 0.246
grt_max_degree = 20
grt_pass1_vias = 2059
antenna_found_initial = 0
grt_pass1_wl_mm = 11.4
overflow = 0

[power]
p_sw_frac = 0.336
p_switching_mw = 0.143
power_frac_comb = 0.486
seqPwrFrac = 0.376
p_per_area_mw_per_mm2 = 128
peakVddDrop_uv = 73.3
p_leak_nw = 1.39
intPower_mw = 0.283
clock_power_share = 0.138

[routing]
drt-initial-drc-count = 134
drt-total-wl_mm = 7.36
wire_per_inst_um = 19.3
ant_nets = 0
drt_first_pass_iters = 4
drc = 0
n_antenna_cell = 0
routed_via_density = 5.99
dr_total_vias = 2282

[place]
placed_area_mm2 = 0.00329
io_buffers = 21
gp_congestion = 0.919
hpwl_mm = 5.37

[setup_path]
worstSetupStartpointType = "primary input"
end_kind = "primary output"
crit_required_ns = 4.88
crit_fanout = 19
critPathArrivalTime_ns = 4.22
crit_type = "primary input to primary output"

[flow_run]
warning_count = 29
cap_viol_max_count = 0

[worst_hold_path]
hold_path_class = "primary input to flop"
==> routing by layer <==
metal,vias up,global-route usage,wire length (um)
met5,-,0,0
met4,0,0.0321,102
met3,8,0.00923,287
met2,40,0.370,3270
met1,1095,0.406,3700
li1,1139,-,-
==> path summary, 6_finish.rpt <==
path	start	endpoint	cells past startpoint
hold / removal	adressBus[0]	dataOutROM[0]	1
setup / recovery	adressBus[0]	dataBus[3]	9
==> kinds of logic after synthesis <==
family / synth area share
mux: 0.302
latches: 0.350
compound gates: 0.170
simple gates: 0.0887
buf+inv: 0.0437
fa+ha+maj: 0.0203
flops: 0.0194
xor+xnor: 0.00567
==> synth_stat cells (3+ instances only) <==
cell        n
dlxtn_1    72
mux2_2     70
a22oi_1    21
clkbuf_1    9
or2_2       9
and3_1      8
nand2_2     8
nand3_1     8
a21oi_1     7
mux2i_1     7
buf_1       6
o2bb2ai_1   6
buf_2       5
ha_1        5
nand2_1     5
a211oi_1    3
a2bb2oi_1   3
a32oi_1     3
buf_6       3
dfxtp_1     3
nor2b_1     3
o211ai_1    3
o311ai_0    3
o311ai_1    3
==> final cells by class <==
cell class / count / share of cell area
Clock buffer: 4 / 0.0135
Inverter: 2 / 0.00225
Multi-Input combinational cell: 201 / 0.544
Sequential cell: 75 / 0.342
Tap cell: 75 / 0.0282
Timing Repair Buffer: 24 / 0.0698
==> critical path, cell delays in order <==
cell and delay, ns:
clkdlybuf4s50_1 0.67, inv_1 0.11, ha_1 0.48, nor3_2 0.38
nor2_1 0.11, a21oi_2 0.34, a211oi_1 0.14, a311oi_1 0.27
clkdlybuf4s50_1 0.50
==> state kept, by name, summed over array words and instances (netlist names) <==
name        flops
dataOutROM      3
RAM            72
==> metrics by stage <==
stage | hold slack [ns] | total power, mW | util | instances | setup WS, ns
after detailed placement | 1.96 | 0.367 | 0.552 | 377 | 0.661
after floorplan | 1.25 | 0.301 | - | 303 | 2.31
after CTS | 1.73 | 0.427 | 0.560 | 381 | 0.658
after global placement | 1.93 | 0.362 | 0.552 | 377 | 0.731
after global routing | 1.79 | 0.458 | 0.560 | 381 | 0.409
final | 1.73 | 0.425 | 0.560 | 381 | 0.659
==> power by group through the flow <==
| stage | Combinational [mW] | Sequential [mW] | Clock (mW) |
|---|---|---|---|
| after CTS | 0.207 | 0.160 | 0.0599 |
| after global routing | 0.224 | 0.172 | 0.0623 |
| final | 0.207 | 0.160 | 0.0589 |
Power and IR drop assume default switching activity.
