==> flow/design.v <==
module controlSwitchesPWM(
    input relojNexys2,		 
    input rst,       		 
	 input [2:0] selectPos,	 
	 output reg [2:0] ledAngulo,
    output reg PWM 	  		 
    );
	reg [25:0]divisorDeReloj;			 
	integer conteoFrecuenciaPWM = 1;	 
	integer posicion0Grados = 57000;  
	integer movServo = 0; 				 
	always@(posedge(relojNexys2), posedge(rst))
	begin : clkdiv  
		if(rst) begin
			divisorDeReloj = 26'b00000000000000000000000000;
		end else if(conteoFrecuenciaPWM > 1000000) begin
			conteoFrecuenciaPWM = 1;
		end else begin
			divisorDeReloj = divisorDeReloj + 1;				 
			conteoFrecuenciaPWM = conteoFrecuenciaPWM + 1;	 
		end
	end
	always@(posedge(divisorDeReloj[12])) 
	begin : highDutyCyclePWM  
		if(selectPos != 3'b000) begin
			case(selectPos) 
				3'b001 : begin 
					movServo = 0; 		 
					ledAngulo = 3'b001;
				end
				3'b010 : begin 
					movServo = 25000;  
					ledAngulo = 3'b010;
				end
				3'b100 : begin
					movServo = 50000;  
					ledAngulo = 3'b100;
				end
				default: begin
					movServo = 0;
					ledAngulo = 3'b000;
				end
			endcase
		end
	end
	always@(conteoFrecuenciaPWM, posicion0Grados, movServo)
	begin : pwmSignal  
		if(conteoFrecuenciaPWM <= (posicion0Grados + movServo)) begin
			PWM = 1'b1;
		end else begin
			PWM = 1'b0;
		end
	end
endmodule
==> flow/run.sh <==
#!/bin/bash
# OpenROAD 26Q1-2900-gdf79404cd8, Yosys 0.63+post, stock flow scripts
make -C /OpenROAD-flow-scripts/flow DESIGN_CONFIG=/design/flow/config.mk WORK_HOME=/design/flow/orfs finish
==> flow/config.mk <==
export PLATFORM = sky130hd
export DESIGN_NAME = controlSwitchesPWM
export DESIGN_NICKNAME = controlSwitchesPWM
export VERILOG_FILES = /design/flow/design.v
export SDC_FILE = /design/flow/constraint.sdc
export NUM_CORES = 4
export LEC_CHECK = 1
export CORE_UTILIZATION = 30
==> flow/constraint.sdc <==
current_design controlSwitchesPWM

set clk_period 6.5
set clk_io_pct 0.2

create_clock -name clk0 -period $clk_period [get_ports {relojNexys2}]

set non_clock_inputs [all_inputs -no_clocks]
set_input_delay [expr $clk_period * $clk_io_pct] -clock clk0 $non_clock_inputs
set_output_delay [expr $clk_period * $clk_io_pct] -clock clk0 [all_outputs]
==> notes.md <==
flow finished, numbers: outcome=finished, final reports clean, Setup Total Neg Slack=0 ns, area of the chip=11500 um2, maximum clock frequency=0.253 GHz, count of endpoints without a timing constraint=15, worst-skew pair later-pin latency=0.30 ns, Crit path max-delay family=AND-OR/OR-AND gates, Critical Path, Cell by Cell=ha_1 > a21oi_1 > nand2_1 > a211o_1 > a211o_1 > a31oi_1 > clkdlybuf4s50_1, number of buffers created by CTS=5, fp_density=30.7%, per-cell routed wire length=13.5 um, Slowest-stage cell, CP=sky130_fd_sc_hd__edfxtp_1, delay of the slowest cell on the worst path=0.54 ns, wirelength, routed=6470 um, vias in the first global route=2235, Pins Over Slew Limit=0, Via Count=2413, Worst slew margin=38.1%, final clock period utilization by the worst path=60.9%, Buf+Inv Stages, Crit Path=1, remaining design rule violation count=0, Distinct lib cells used=47, count of buffers from port buffering=8, number of diodes=0, number of buffers on the longest clock path=2, DR pass1 iterations=4, number of DRC markers after the initial detailed-route iteration=157, Dominant Register Cell=sky130_fd_sc_hd__edfxtp_1, category of the worst setup path capture point=primary output, global-route wire length before repair=10700 um, leakage power figure=1.31 nW, sequential element share of the synthesized area=44.3%, global placer's final weighted congestion=0.823, most used cell along the critical path=sky130_fd_sc_hd__a211o_1, cell count along the critical path=7, Mapped Avg Cell Area=9.95 um2, clock skew after layout=0.0121 ns, synth warn=1, Syn Inst Count=333, setup repair after global routing missed its margin=no, slew of the pin with the lowest slew margin=0.921 ns, maximum number of pins on one net before global-route repair=46, CTS Hold Bufs=0, placed cell area=3520 um2, root buffer cell=sky130_fd_sc_hd__clkbuf_8, Post-synth EDFFs=38, worst IR drop on VDD=0.165 mV, TritonCTS clock tree=yes, HPWL after detailed placement=4450 um, FFs w/ async S/R, synth=25.5%, synthesis-stage register bit count=51, count of final hold-check violations=0, PnR Total Power=0.000787 W, global route overflow=0, Final Util=33.7%, layout cell share with drive strength beyond 1=6.45%, cells on worst reg2reg path=6, yosys stat cell total=333, R2R Setup Slk=3.71 ns, Max H-tree Level=2, Final Cell Area=3630 um2, Post-CTS Setup Repair Bufs=0, setup violators final=0, combined global-route utilization of all metal layers=12.0%, worst hold path cell count=1, warning total across the stage logs=31, critical path launch point type=register, cells resized by post-CTS repair=0, clock-pin transition on the worst setup and hold timing paths=0.09 ns, CORE AREA=10800 um2, signed area change from the synthesized netlist to the final layout=9.63%, die span in x=107 um, chip area from the yosys synthesis statistics=3310 um2, post-layout minimum cycle time=3.96 ns, Critical Setup Path Class=reg2out, standard-cell rows=38, class of the most critical hold timing path=reg2reg, most common logic cell in the routed design=sky130_fd_sc_hd__nor2_1, register pins left without a clock=6, data required time of the critical path=5.20 ns, I/O pin cnt=9, Via density=5.02, largest fanout of any net on the critical path=9, Final Hold Slack=0.526 ns, leading cell types in the layout, fill and taps excluded=sky130_fd_sc_hd__nor2_1, sky130_fd_sc_hd__edfxtp_1, sky130_fd_sc_hd__ha_1, initial antenna violation count=0, critical path data arrival time=2.66 ns, ratio of total power to cell area=217 nW/um2, netlist area before placement=3310 um2, antenna-violating nets left=0, Max-Cap Viols=0, y dimension of the die=107 um
-- cell families (layout without fill, tap and decap cells) --
family / after synthesis / after routing / synth area share, %
XOR/XNOR: 32 / 32 / 8.46
adder cells (fa/ha/maj): 24 / 24 / 9.06
AND-OR/OR-AND: 51 / 51 / 10.6
AND/OR/NAND/NOR: 152 / 152 / 24.0
buffers and inverters: 22 / 30 / 3.32
multiplexers: 1 / 1 / 0.340
flip-flops: 51 / 51 / 44.3
-- synth_stat cells (3+ instances only) --
cell	number	area (um2)
sky130_fd_sc_hd__o211ai_1	15	113
sky130_fd_sc_hd__nor3_1	3	15.0
sky130_fd_sc_hd__and3_1	6	37.5
sky130_fd_sc_hd__a21oi_1	9	45.0
sky130_fd_sc_hd__nor3b_1	4	30.0
sky130_fd_sc_hd__and2_1	3	18.8
sky130_fd_sc_hd__a211o_1	3	26.3
sky130_fd_sc_hd__clkbuf_1	4	15.0
sky130_fd_sc_hd__xnor2_1	12	105
sky130_fd_sc_hd__nand2_1	22	82.6
sky130_fd_sc_hd__o22ai_1	3	18.8
sky130_fd_sc_hd__buf_2	4	20.0
sky130_fd_sc_hd__nand4_1	18	113
sky130_fd_sc_hd__nand3_1	20	100
sky130_fd_sc_hd__buf_6	3	33.8
sky130_fd_sc_hd__nor4_1	6	37.5
sky130_fd_sc_hd__o31ai_1	3	22.5
sky130_fd_sc_hd__or2_2	4	25.0
sky130_fd_sc_hd__ha_1	24	300
sky130_fd_sc_hd__nor2_1	44	165
sky130_fd_sc_hd__or3_1	9	56.3
sky130_fd_sc_hd__inv_1	11	41.3
sky130_fd_sc_hd__o21ai_0	8	40.0
sky130_fd_sc_hd__dfrtp_1	13	325
sky130_fd_sc_hd__edfxtp_1	38	1140
sky130_fd_sc_hd__nand2b_1	3	18.8
sky130_fd_sc_hd__xor2_1	20	175
-- area by class of cell --
cell class / instances / area (um2)
fill: 1083 / 7160
multi-input combinational: 260 / 1740
sequential: 51 / 1470
tap: 140 / 175
timing repair buffer: 11 / 103
clock buffer: 5 / 68.8
clock inverter: 3 / 41.3
inverter: 11 / 41.3
-- routing by layer --
| metal | vias up | global-route usage, % | wire [um] |
|---|---|---|---|
| li1 | 1245 | - | - |
| met1 | 1138 | 19.3 | 3420 |
| met2 | 25 | 18.4 | 2840 |
| met3 | 5 | 1.67 | 170 |
| met4 | 0 | 0.978 | 39 |
| met5 | - | 0 | 0 |
-- report_power, final --
group	internal [W]	total [W]	switching [W]
clock	0.000113	0.000211	0.0000975
combinational	0.0000737	0.000170	0.0000959
sequential	0.000353	0.000407	0.0000540
total	0.000539	0.000787	0.000247
-- worst paths after layout --
kind,from,end
max in group asynchronous,rst,divisorDeReloj[12]
min in group asynchronous,rst,divisorDeReloj[4]
max reg2reg,conteoFrecuenciaPWM[15],conteoFrecuenciaPWM[2]
max,conteoFrecuenciaPWM[14],PWM
min,divisorDeReloj[0],divisorDeReloj[0]
min reg2reg,divisorDeReloj[0],divisorDeReloj[0]
-- stage by stage --
stage / setup WS [ns] / cells
finish: 2.54 / 481
global route: 2.37 / 481
CTS: 2.50 / 481
detailed placement: 2.84 / 473
global placement: 2.90 / 473
floorplan: 3.72 / 333
-- sequential cells by signal, summed over array words and instances (netlist names) --
name and flops:
divisorDeReloj 13, conteoFrecuenciaPWM 32, ledAngulo 3, movServo 3
-- worst register-to-register path, cell delays in order (launching register included) --
cell and delay, ns:
sky130_fd_sc_hd__edfxtp_1 0.54, sky130_fd_sc_hd__or4_4 0.60, sky130_fd_sc_hd__a211oi_2 0.18, sky130_fd_sc_hd__nand3b_1 0.16, sky130_fd_sc_hd__a21oi_2 0.53, sky130_fd_sc_hd__buf_4 0.42
sky130_fd_sc_hd__nor2_1 0.10
Power and IR drop assume default switching activity.
