[flow/constraint.sdc]
current_design divisorDeRelojPWM

set clk_period 4.7
set clk_io_pct 0.2

create_clock -name clk0 -period $clk_period [get_ports {relojNexys2}]

set non_clock_inputs [all_inputs -no_clocks]
set_input_delay [expr $clk_period * $clk_io_pct] -clock clk0 $non_clock_inputs
set_output_delay [expr $clk_period * $clk_io_pct] -clock clk0 [all_outputs]
[flow/config.mk]
export PLATFORM = sky130hd
export DESIGN_NAME = divisorDeRelojPWM
export DESIGN_NICKNAME = divisorDeRelojPWM
export VERILOG_FILES = /design/flow/design.v
export SDC_FILE = /design/flow/constraint.sdc
export NUM_CORES = 4
export LEC_CHECK = 1
export CORE_UTILIZATION = 40
[flow/design.v]
module divisorDeRelojPWM(
    input relojNexys2,	 
    input rst,       	 
    output reg PWM 	  	 
    );
	reg [25:0]divisorDeReloj;			 
	integer conteoFrecuenciaPWM = 1;	 
	integer selectorDutyCycle = 1;	 
	integer DutyCycle_1a2ms;			 
	always@(posedge(relojNexys2), posedge(rst))
	begin : clkdiv  
		if(rst) begin
			divisorDeReloj = 26'b00000000000000000000000000;
		end else if(conteoFrecuenciaPWM > 1000000) begin
			conteoFrecuenciaPWM = 1;
		end else begin
			divisorDeReloj = divisorDeReloj + 1;				 
			conteoFrecuenciaPWM = conteoFrecuenciaPWM + 1;	 
		end
	end
	always@(posedge(divisorDeReloj[24]))
	begin : highDutyCyclePWM  
		if(selectorDutyCycle == 2) begin
			selectorDutyCycle = 0;
		end else begin 
			selectorDutyCycle = selectorDutyCycle + 1;
		end
		DutyCycle_1a2ms = 46054 * selectorDutyCycle ;  
	end
	always@(conteoFrecuenciaPWM, DutyCycle_1a2ms)
	begin : pwmSignal  
		if(conteoFrecuenciaPWM <= (26000 + DutyCycle_1a2ms)) begin
			PWM = 1'b1;
		end else begin
			PWM = 1'b0;
		end
	end
endmodule
[flow/run.sh]
#!/bin/bash
# OpenROAD 26Q1-2900-gdf79404cd8, Yosys 0.63+post, stock flow scripts
make -C /OpenROAD-flow-scripts/flow DESIGN_CONFIG=/design/flow/config.mk WORK_HOME=/design/flow/orfs finish
==> changes_impl.md <==
## Implementation

* Status: complete, no violations
* Slowest-stage cell, CP: clkdlybuf4s50_1
* Synth Instances at 1264
* IO buf count at 2
* Die width at 180 microns
* Crit path time final at 4.01 ns
* Gate Area at 8810 sq um
* Root Buffer Master: clkbuf_16
* Die area at 32400 sq um
* Share of cells above drive strength 1 at 0.0328
* Achievable Freq at 250 MHz
* Vias in the first global route at 8360
* Worst-Skew Late Latency at 0.33 ns
* Placed Area at 13200 sq um
* Final wirelength at 24400 microns
* Drt pass-1 iters at 6
* # IOs at 3
* Pwr dens at 106 nW/um^2
* Fin cells at 1677
* HP Class: flop to flop
* Global-route wire length before repair at 41800 microns
* Final Max Tran Viols at 0
* Ys async rst share at 0.208
* Setup repair bufs after CTS at 0
* Vias/cell at 4.82
* DRC Markers at 0
* Tot GR Track Use at 0.168
* GPL Wtd Cong at 0.904
* CP required at 3.76 ns
* Area delta synth->final at 6.66%
* H-tree depth at 3
* Post-Place Cells at 1661
* Ys flops at 120
* Pin count of the biggest net entering global routing at 65
* Via count at 8083
* Routed wire per std cell at 14.5 microns
* Crit path max fanout at 7
* Grt total ovfl at 0
* Fin crit share at 0.853
* Hold-fix buffers at CTS at 0
* Unrepaired setup endpoints after global routing: false
* Worst rel slew slack at 0.403
* Max_cap viols at 0
* # Cells Yosys at 1264
* ANT nets after route at 0
* Register pins left without a clock at 63
* CORE AREA at 30800 sq um
* DP HPWL at 20800 microns
* # setup viols final at 0
* Slowest stage delay, CP at 0.50 ns
* Post-synth EDFFs at 32
* Clk pin slew, worst setup/hold paths at 0.06 ns
* Clock Skews at 0.00523 ns
* Most frequent logic cell in the layout: inv_1
* Critical path type: flop to output port
* Number of antenna violations at the first check in global routing at 0
* CTS tree: done
* Pleak at 0.00684 uW
* Final Util at 0.438
* Post-CTS sizing at 0
* Tool Warnings at 28
* CTS max path bufs at 2
* Worst setup EP type: output port
* Post-Syn Area at 12700 sq um
* Antenna cells at 0
* Most used DFF post-synth: dfxtp_1
* Avg Cell Area, Syn at 10.0 sq um
* Yosys warns at 1
* Seq share, synth at 0.225
* FF/Latch Area at 2850 sq um
* Std-Cell Rows at 64
* Peak VDD IR at 0.179 mV
* YS chip area at 12700 sq um
* CP Cell Sequence: ha_1 -> nand4_1 -> or3_1 -> nor4_1 -> nand2_1 -> nor3_1 -> mux2i_1 -> o221ai_1 -> clkdlybuf4s50_1
* Library cells used by synthesis at 63
* Actual slew at the worst max-slew pin at 0.892 ns
* 1st-iter DRT viols at 323
* Die H at 180 microns
* Pre-Place Util at 0.411
* Final Hold Fails at 0
* Endpoints left unconstrained at 63
* CP startpoint kind: flop
* Cts bufs inserted at 9
* Data arrival time of the worst path at 3.07 ns
* Top Layout Cells: 257 x inv_1, 164 x fa_1, 154 x ha_1, 91 x nor2_1, 77 x xnor2_1
* Post-route cell area at 13500 sq um
* Setup TNS at 0 ns
* # fillers at 2876
==> flip-flops by register name (all words and copies together), names as in the netlist <==
| signal | cells |
|---|---|
| selectorDutyCycle | 32 |
| divisorDeReloj | 25 |
| conteoFrecuenciaPWM | 32 |
| DutyCycle_1a2ms | 31 |
==> cells in the mapped netlist (all sizes together) (11+ instances only) <==
library cell,count,share of area
inv,258,0.076
fa,164,0.26
ha,154,0.15
nor2,93,0.028
xnor2,78,0.055
xor2,67,0.047
dfxtp,63,0.10
nand2,62,0.019
nand3,40,0.016
edfxtp,32,0.076
nand4,29,0.015
a21oi,27,0.011
dfrtp,25,0.049
o21ai,23,0.0091
and3,14,0.0069
nor4,14,0.0098
nor3,12,0.0047
a21o,11,0.0065
nand2b,11,0.0054
==> layer usage <==
layer  global-route usage  wire (microns)  vias up  part of all wire
li1                     -               -     4113                 -
met1                0.258           11900     3823              0.49
met2                0.263           11000      127              0.45
met3               0.0386            1290       20             0.053
met4               0.0145             249        0             0.010
met5                    0               0        -                 0
==> metrics by stage <==
| step | power (uW) | hold slack [ns] | setup slack [ns] |
|---|---|---|---|
| finish | 1430 | 0.457 | 0.692 |
| global route | 1500 | 0.481 | 0.466 |
| CTS | 1440 | 0.462 | 0.710 |
| detailed placement | 780 | 0.451 | 1.08 |
| global placement | 776 | 0.449 | 1.09 |
| floorplan | 744 | 0.434 | 1.79 |
==> critical path, delay by kind of cell (launching register included) <==
kind,cells,cell delay (ns)
and+or+nand+nor,5,1.21
buffers and inverters,1,0.50
adders and majority gates,1,0.35
muxes,1,0.09
AOI/OAI and AO/OA,1,0.09
DFF,1,0.49
==> kinds of logic (layout without fill, tap and decap cells) <==
group | Yosys count | after routing | synth area share
AND/OR/NAND/NOR | 305 | 305 | 0.124
AND-OR/OR-AND | 106 | 106 | 0.0549
buffers and inverters | 266 | 283 | 0.0792
adder cells (fa/ha/maj) | 318 | 318 | 0.411
multiplexers | 3 | 3 | 0.00257
XOR/XNOR | 146 | 146 | 0.103
flip-flops | 120 | 120 | 0.225
==> report_power, final <==
part	switching, uW	internal [uW]	leakage (uW)	total, uW
Combinational	64.2	68.2	0.00551	132
Clock	236	420	0.000156	656
Sequential	57.9	580	0.00117	638
==> final cells by class <==
type / count / area share
timing repair buffer: 9 / 0.00537
tap: 396 / 0.0367
sequential: 120 / 0.211
clock inverter: 5 / 0.00250
multi-input combinational: 878 / 0.652
inverter: 258 / 0.0717
clock buffer: 11 / 0.0204
==> path summary, 6_finish.rpt <==
path                       cells after the start                                   from                             end  slack [ns]
max in group asynchronous                      3                                    rst  divisorDeReloj[24]$_DFFE_PP0P_        3.03
max reg2reg                                   11   conteoFrecuenciaPWM[0]$_SDFFCE_PN1N_  divisorDeReloj[21]$_DFFE_PP0P_        1.88
min reg2reg                                    1         divisorDeReloj[21]$_DFFE_PP0P_  divisorDeReloj[21]$_DFFE_PP0P_        0.46
min in group asynchronous                      3                                    rst  divisorDeReloj[12]$_DFFE_PP0P_        1.14
min                                            1         divisorDeReloj[21]$_DFFE_PP0P_  divisorDeReloj[21]$_DFFE_PP0P_        0.46
max                                            9  conteoFrecuenciaPWM[21]$_SDFFCE_PN0N_                             PWM        0.69
Power is estimated from default activity; no workload was simulated.
